==> flow/design.v <==
`timescale 1ns / 1ps
module HFT_ALPHA_CORE #(
    parameter DATA_W        = 32,
    parameter Q_SCALE       = 16, 
    parameter ALPHA_12      = 10181, 
    parameter ALPHA_26      = 4854,  
    parameter ALPHA_9       = 13107, 
    parameter STOP_LOSS_PTS = 50     
)(
    input wire clk,
    input wire reset,
    input wire valid_tick,
    input wire [DATA_W-1:0] raw_price, 
    input wire [31:0] volume,
    output reg [1:0] order_signal, 
    output reg order_valid
);
    reg signed [47:0] price_q; 
    reg first_run;
    always @(posedge clk) begin
        if (valid_tick)
            price_q <= $signed(raw_price) <<< Q_SCALE; 
    end
    reg signed [47:0] ema_12, ema_26, ema_9_sig;
    reg signed [47:0] macd_line;
    reg signed [47:0] histogram;
    reg signed [47:0] diff_12, diff_26, diff_9;
    reg signed [47:0] prod_12, prod_26, prod_9;
    always @(posedge clk or posedge reset) begin
        if (reset) begin
            ema_12    <= 0;
            ema_26    <= 0;
            ema_9_sig <= 0;
            first_run <= 1;
        end 
        else if (valid_tick) begin
            if (first_run) begin
                ema_12    <= price_q;
                ema_26    <= price_q;
                ema_9_sig <= 0; 
                first_run <= 0;
            end else begin
                diff_12 <= price_q - ema_12;
                diff_26 <= price_q - ema_26;
                prod_12 <= (diff_12 * $signed(ALPHA_12)) >>> Q_SCALE;
                prod_26 <= (diff_26 * $signed(ALPHA_26)) >>> Q_SCALE;
                ema_12 <= ema_12 + prod_12;
                ema_26 <= ema_26 + prod_26;
            end
        end
    end
    always @(posedge clk) begin
        if (!reset) begin
            macd_line <= ema_12 - ema_26;
            diff_9    <= macd_line - ema_9_sig;
            prod_9    <= (diff_9 * $signed(ALPHA_9)) >>> Q_SCALE;
            ema_9_sig <= ema_9_sig + prod_9;
            histogram <= macd_line - ema_9_sig;
        end
    end
    reg [1:0] current_position; 
    reg signed [31:0] entry_price;
    wire signed [31:0] current_price_int;
    assign current_price_int = raw_price; 
    always @(posedge clk or posedge reset) begin
        if (reset) begin
            order_signal <= 0;
            order_valid <= 0;
            current_position <= 0;
            entry_price <= 0;
        end
        else if (valid_tick) begin
            order_valid <= 1'b1;
            order_signal <= 2'b00; 
            if (current_position == 1) begin 
                if ((entry_price - current_price_int) >= STOP_LOSS_PTS) begin
                    order_signal <= 2'b11; 
                    current_position <= 0;
                end
            end
            else if (current_position == 2) begin 
                if ((current_price_int - entry_price) >= STOP_LOSS_PTS) begin
                    order_signal <= 2'b11; 
                    current_position <= 0;
                end
            end
            if (order_signal == 2'b00) begin
                if (histogram > 0 && current_position == 0) begin
                    order_signal <= 2'b01; 
                    current_position <= 1;
                    entry_price <= current_price_int;
                end
                else if (histogram < 0 && current_position == 0) begin
                    order_signal <= 2'b10; 
                    current_position <= 2;
                    entry_price <= current_price_int;
                end
                else if (current_position == 1 && histogram < 0) begin
                    order_signal <= 2'b10; 
                    current_position <= 0;
                end
                else if (current_position == 2 && histogram > 0) begin
                    order_signal <= 2'b01; 
                    current_position <= 0;
                end
            end
        end
        else begin
            order_valid <= 0;
        end
    end
endmodule
==> flow/run.sh <==
#!/bin/bash
# OpenROAD 26Q1-2900-gdf79404cd8, Yosys 0.63+post, stock flow scripts
make -C /OpenROAD-flow-scripts/flow DESIGN_CONFIG=/design/flow/config.mk WORK_HOME=/design/flow/orfs finish
==> flow/config.mk <==
export PLATFORM = sky130hd
export DESIGN_NAME = HFT_ALPHA_CORE
export DESIGN_NICKNAME = HFT_ALPHA_CORE
export VERILOG_FILES = /design/flow/design.v
export SDC_FILE = /design/flow/constraint.sdc
export NUM_CORES = 4
export LEC_CHECK = 1
export CORE_UTILIZATION = 30
==> flow/constraint.sdc <==
current_design HFT_ALPHA_CORE

set clk_period 20.1
set clk_io_pct 0.2

create_clock -name clk0 -period $clk_period [get_ports {clk}]

set non_clock_inputs [all_inputs -no_clocks]
set_input_delay [expr $clk_period * $clk_io_pct] -clock clk0 $non_clock_inputs
set_output_delay [expr $clk_period * $clk_io_pct] -clock clk0 [all_outputs]
==> reports/results.txt <==
Status: complete, no violations
Tool warnings: 90
Final setup violation count: 0
Warning count from the yosys run: 97
Die area: 157000 µm²
Clk latency of the worst-skew pair: 600 ps
Dominant logic cell types in the final layout: inv_1 (746), ha_1 (657), fa_1 (459), edfxtp_1 (287), a21oi_1 (275)
Post-route ant nets: 0
CTS tree: yes
# rows: 144
Yosys cell count: 4657
Main synth FF type: edfxtp_1
# H-tree levels: 2
P&R area growth vs syn: 9.34%
First-pass iteration count of the detailed router: 5
Final GP Congestion: 0.928
Unrepaired setup endpoints after global routing: no
Commonest Layout Cell: inv_1
Max-capacitance violation count: 0
# IOs: 70
Final Hold Vio Count: 0
Average cell area after synthesis: 10.0 µm²
GRT Overall Usage: 0.142
Crit start category: primary input
Sink Count: 422
Asr flop ratio synth: 0.320
Die H: 396 µm
Clock slew seen by the registers of the worst setup and hold paths: 60 ps
First-pass GRT wire length: 173 mm
Vias in the first global route: 32700
Final max-slew violation count: 0
Chip Width: 396 µm
Starting DRT DRC Count: 1690
Final std cells w/o fill: 6765
Post CTS Setup Buffer Count: 0
Rel. slew slack: 0.355
# diodes: 0
Routed vias: 32800
Final WL: 105 mm
Total gr overflow: 0
Vias per std cell: 4.85
Worst setup EP type: flip-flop
Hpwl dp: 85.6 mm
Wire per inst: 15.5 µm
Clock root buffer master: clkbuf_16
Fp util: 0.302
Post-CTS sizing: 0
Core area: 154000 µm²
Hold WC Path Type: flip-flop to flip-flop
DP Cell Count: 6680
Setup CP Type: primary input to flip-flop
Largest net degree at the start of global routing: 77
Layout cells sized above 1: 0.0301
Crit path time final: 8130 ps
Post-Synthesis Cells: 4657
Clock skew: 34.2 ps
Post-synth EDFFs: 287
Cycle use final: 0.404
IO buf count: 37
Clock buffer count from CTS: 46
CP Max Fanout: 5
Hold Buf Count CTS: 0
Antenna violations before repair: 3
Worst-case clock buffer depth: 3
Crit path DRT: 20570 ps
Final setup TNS: 0 ps
Synth Seq Share: 0.257
Synthesis area per yosys: 46700 µm²
Cell Type Count: 84
Measured slew at the worst slew-check pin: 955 ps
Post-Syn Area: 46700 µm²
Fmax: 0.123 GHz
Ys flops: 422
Critical path arrival: 8590 ps
Filler cell count: 15600
# DRC: 0
metal layers:
metal  routed length (µm)  GRT usage  vias to the layer above  part of all wire
met4                 2410     0.0259                        0             0.023
met3                 6950     0.0377                      112             0.066
met2                48200      0.221                      709              0.46
met5                    0          0                        -                 0
met1                47600      0.206                    15700              0.45
li1                     -          -                    16200                 -
Yosys cell counts (9+ instances only):
cell | number | area, µm²
a21boi_0 | 10 | 75.1
o21a_1 | 53 | 398
a211o_1 | 13 | 114
inv_1 | 747 | 2800
a221o_1 | 9 | 90.1
nand3_1 | 78 | 390
and2_1 | 20 | 125
a21oi_1 | 275 | 1380
ha_1 | 657 | 8220
and4_1 | 9 | 78.8
nor2_1 | 190 | 713
a21o_1 | 139 | 1040
a2111oi_0 | 9 | 78.8
clkbuf_1 | 72 | 270
and3_1 | 29 | 181
nand2_1 | 271 | 1020
or3_1 | 24 | 150
o211ai_1 | 27 | 203
a211oi_1 | 40 | 300
nand4_1 | 42 | 263
o21bai_1 | 33 | 248
o311ai_0 | 13 | 114
a31oi_1 | 32 | 200
nor3_1 | 62 | 310
mux2i_1 | 11 | 110
nor4_1 | 30 | 188
nor2b_1 | 45 | 282
nor3b_1 | 9 | 67.6
o31ai_1 | 19 | 143
buf_1 | 9 | 33.8
o2111ai_1 | 12 | 105
nand2b_1 | 36 | 225
o21ai_0 | 261 | 1310
xor2_1 | 90 | 788
o22ai_1 | 37 | 231
xnor2_1 | 225 | 1970
fa_1 | 459 | 9190
a31o_2 | 11 | 96.3
dfrtp_1 | 133 | 3330
edfxtp_1 | 287 | 8620
state kept, by name, summed over array words and instances (netlist names):
name / cells
diff_12: 48
ema_12: 48
ema_26: 48
histogram: 48
macd_line: 48
diff_26: 47
entry_price: 32
price_q: 32
prod_12: 32
prod_26: 32
current_position: 3
order_signal: 2
first_run: 1
order_valid: 1
final timing paths:
path	startpoint	endpoint	cells after the start
max in group asynchronous	reset	entry_price[0]$_DFFE_PP0P_	4
max reg2reg	diff_12[10]$_DFFE_PP_	prod_12[26]$_DFFE_PP_	22
max	raw_price[1]	order_signal[1]$_DFFE_PP0P_	15
min in group asynchronous	reset	ema_12[9]$_DFFE_PP0P_	2
min	macd_line[15]$_DFFE_PN_	histogram[15]$_DFFE_PN_	0
min reg2reg	macd_line[15]$_DFFE_PN_	histogram[15]$_DFFE_PN_	0
worst max-delay path, cell delays in order:
cell             delay, ps
clkdlybuf4s50_1        760
inv_1                  180
fa_1                   490
a21o_1                 210
a221o_1                390
a21o_1                 240
and3_4                 200
or2_1                  280
or3_1                  380
a211oi_2               280
nand4_1                140
or4b_4                 530
o211ai_2               210
o211a_1                200
o22ai_1                 90
kinds of logic (layout without fill, tap and decap cells):
kind of cell / Yosys count / in the layout / synth area share
AOI/OAI and AO/OA: 1081 / 1081 / 0.149
xor gates and xnor gates: 315 / 315 / 0.0591
adders and majority gates: 1116 / 1116 / 0.373
buffers and inverters: 829 / 893 / 0.0669
DFF: 422 / 422 / 0.257
muxes: 16 / 16 / 0.00357
and+or+nand+nor: 878 / 878 / 0.0911
area by class of cell:
cell class	count	area, µm²	area share
clock inverters	23	262	0.00513
well taps	2044	2560	0.0501
multi-input cells	3406	31500	0.618
repair buffers	61	552	0.0108
clock buffers	62	1280	0.0251
flip-flops and latches	422	12000	0.235
inverters	747	2810	0.0551
per-stage QoR:
step	setup slack [ps]	hold slack [ps]	utilization	cell area, µm²
2_1_floorplan	8040	400	-	46700
3_3_place_gp	11420	401	0.321	49500
3_5_place_dp	11400	405	0.321	49500
4_1_cts	12040	414	0.331	51000
5_1_grt	11810	420	0.331	51000
6_report	11970	413	0.331	51000
